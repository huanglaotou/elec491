==> /design/flow/design.v <==
module CC_or_CV_selector(clk,V_battery,PWM_to_buck,PWM_counter_from_CC,PWM_counter_from_CV,flag_CC);
input [11:0] V_battery;
input clk;
input [9:0]PWM_counter_from_CC;
input [9:0]PWM_counter_from_CV;
output reg [9:0] PWM_to_buck;
output reg flag_CC;
parameter V_4=12'd1024;
always @(posedge clk )
begin
    if(V_battery<V_4)
    begin
     PWM_to_buck=PWM_counter_from_CC;
     flag_CC=1'b1;
    end
    else
    begin 
      PWM_to_buck=PWM_counter_from_CV;
      flag_CC=1'b0;
    end  
end
endmodule 
==> /design/flow/run.sh <==
#!/bin/bash
# OpenROAD 26Q1-2900-gdf79404cd8, Yosys 0.63+post, stock flow scripts
make -C /OpenROAD-flow-scripts/flow DESIGN_CONFIG=/design/flow/config.mk WORK_HOME=/design/flow/orfs finish
==> /design/flow/config.mk <==
export PLATFORM = sky130hd
export DESIGN_NAME = CC_or_CV_selector
export DESIGN_NICKNAME = CC_or_CV_selector
export VERILOG_FILES = /design/flow/design.v
export SDC_FILE = /design/flow/constraint.sdc
export NUM_CORES = 4
export LEC_CHECK = 1
export CORE_AREA = 10 10 70 70
export DIE_AREA = 0 0 80 80
==> /design/flow/constraint.sdc <==
current_design CC_or_CV_selector

set clk_period 2.5
set clk_io_pct 0.2

create_clock -name clk0 -period $clk_period [get_ports {clk}]

set non_clock_inputs [all_inputs -no_clocks]
set_input_delay [expr $clk_period * $clk_io_pct] -clock clk0 $non_clock_inputs
set_output_delay [expr $clk_period * $clk_io_pct] -clock clk0 [all_outputs]
==> run notes <==
Status of the implementation.

- The antenna diode count is 0, for reference.
- The post-synth register bit count is 11.
- The post-cts repair resize count is 0, for reference.
- Per the gpl log, the routability congestion estimate is approximately 0.66.
- The proportion of register bits with asynchronous set or reset after synthesis is 0%, for reference.
- The number of antenna violations at the first check in global routing is 0, for reference.
- The floorplan die width is about 80 um, for reference.
- For this design, the CTS-stage hold fixing added 0 buffers.
- Counting pins that exceed their max-slew limit in the final report gives 0.
- The routed design shows a wire length per standard cell of roughly 11 um.
- The worst path uses 64.34% of the clock period.
- After synthesis, flip-flops and latches occupy roughly 57% of the total area.
- The final standard cell area without fillers is 794.5 um2, for reference.
- Setup repair after global routing left no endpoint under its margin.
- The overall die area is between 6000 and 7000 um2, for reference.
- On the worst setup and hold paths after CTS, the clock-pin slew comes to 70 ps.
- Counting distinct cell types in the post-synthesis netlist gives 5.
- The number of buffers on the longest clock path is 2, for reference.
- The clock tree from TritonCTS is done, for reference.
- The quantity of I/O buffers inserted on ports is 33, for reference.
- Sorting the Yosys area breakdown by cell type puts at the top sky130_fd_sc_hd__dfxtp_1.
- Of the post-synthesis cell area, the dominant cell type holds between 50% and 60%.
- The master of the slowest instance on the critical path is sky130_fd_sc_hd__clkdlybuf4s50_1, for reference.
- The iteration tally of the first detailed-router pass is 1, for reference.
- Yosys mapped a number of flops with a built-in enable equal to 0.
- The area taken by sequential standard cells is reported as around 220 um2.
- Once detail routing completed, the nets flagged for antenna violations numbered 0.
- The worst setup slack before clock tree synthesis is 590.0 ps, for reference.
- The largest driver fanout on the critical path is 6, for reference.
- In this run the standard cell core region covers around 3400 um2.
- The most used standard cell by instance count after synthesis is sky130_fd_sc_hd__dfxtp_1, for reference.
- Before any placement, the netlist area is recorded as between 300 and 400 um2.
- The final total negative setup slack is 0 ps, for reference.
- The worst setup path is launched from a primary input.
- The fraction of layout cells with a size suffix above 1 is 25.00%, for reference.
- The power density of the placed cells is 494.5 nW/um2, for reference.
- The number of levels in the clock H-tree is 1, for reference.
- The total global routing overflow is 0, for reference.
- The most used flip-flop cell after synthesis is sky130_fd_sc_hd__dfxtp_1.
- The placed cell area is 768.2 um2, for reference.
- The DRC violation count after routing is 0, for reference.
- The via count of the first global-routing pass is about 370.
- The run finished with clean final reports.
- The critical path in the final layout is reported with a setup slack of 891.5 ps.
- The post-route worst hold slack is roughly 850 ps, for reference.
- The wire length of the first global-routing pass is approximately 1700 um, for reference.
- The pin closest to its max-slew limit shows a slew of approximately 320 ps.
- Once iteration 0 of detailed routing completed, the report listed 0 DRC markers.
- The static leakage is about 0.31 nW, for reference.
- Clock tree synthesis inserted a total of 3 buffers.
- In the final layout, the multi-input gates occupy between 150 and 200 um2.
- Counting I/O delays and the setup requirement, the final critical path takes between 1500 and 2000 ps.
- The number of setup violations in the final report is 0, for reference.
- The yosys cell count is 23, for reference.
- The relative area change from synthesis to final layout is 104.8%, for reference.
- Pin placement for this block handled roughly 44 I/O pins.
- The required time at the worst endpoint is listed as about 2700 ps.
- The post-detailed-placement half-perimeter wirelength is around 1100 um, for reference.
- The worst setup path is captured at a flip-flop.
- The worst supply voltage drop on vdd is approximately 0.22 mV, for reference.
- The pin count of the biggest net entering global routing is 7, for reference.
- The fill cell instance count of the final layout is 387, for reference.
- The tightest min-delay check is of the in -> reg type.
- After technology mapping, the gate count stands at 23.
- The timing report gives the biggest stage delay along the critical path as a little over 400 ps.
- The mean area per synthesized cell is about 17 um2, for reference.
- The critical path class is in -> reg, for reference.
- The final hold violation count recorded for this run is 0.
- The setup fix buffers added after clock tree synthesis is 0, for reference.
- The count of warning messages emitted by the tools is 35, for reference.
- Per the detail_route report, the via count comes to between 300 and 400.
- The cell sitting at the root of the clock tree is a sky130_fd_sc_hd__clkbuf_4.
- The global router's overall resource usage is 3.378%, for reference.
- Sorting the synthesized cells by how often they occur yields sky130_fd_sc_hd__dfxtp_1, sky130_fd_sc_hd__mux2_4, sky130_fd_sc_hd__buf_8, sky130_fd_sc_hd__mux2_2, sky130_fd_sc_hd__nor2_2.
- The total clock sinks is 11, for reference.
- The detailed router reported a total wirelength of ~1100 um.
- Row generation in the floorplan step produced 21 rows.
- The tally of yosys warning messages is 1, for reference.
- Listed in order, past its start point the critical path passes clkdlybuf4s50_1, nor2_2, buf_4, mux2_4.
- Data arrives at the worst endpoint at between 1500 and 2000 ps.
- Measured along the y axis, the die boundary spans approximately 80 um.
- The maximum frequency from static timing analysis is approximately 620 MHz, for reference.
- Using the TritonRoute via totals, the vias-per-cell ratio works out to 2.925.
- Yosys reports a chip area of ~390 um2.
- For this configuration, the core starts out at a cell density of around 11%.
- The main area contributors are sky130_fd_sc_hd__dfxtp_1, sky130_fd_sc_hd__mux2_4, sky130_fd_sc_hd__buf_8.
- The headroom to the max-slew limit is roughly four fifths, for reference.
- The number of maximum-capacitance violations recorded for the run is 0.
where the power goes:
group          switching, mW  total, mW  internal, mW
Combinational         0.0146     0.0847        0.0701
Sequential           0.00379      0.193         0.189
Clock                 0.0538      0.115        0.0615
worst paths after layout:
check / cells past startpoint / slack, ps / end / start
max: 4 / 890 / PWM_to_buck[4]$_DFF_P_ / V_battery[11]
min: 2 / 850 / PWM_to_buck[2]$_DFF_P_ / PWM_counter_from_CV[2]
sequential cells by signal, summed over array words and instances (netlist names):
name	cells
PWM_to_buck	10
flag_CC	1
layout make-up:
cell class	instances	share of cell area (%)
multi-input cells	11	19.21
flip-flops and latches	11	27.72
well taps	46	7.244
repair buffers	34	42.52
clock buffers	4	3.307
layout by cell type (no fill, tap or decap), drive strengths merged:
cell type / n
buf: 1
clkbuf: 4
clkdlybuf4s50: 33
dfxtp: 11
mux2: 10
nor2: 1
per-layer routing:
metal | track usage, % | up-vias | part of all wire [%]
met3 | 2.159 | 0 | 13
li1 | - | 152 | -
met2 | 5.297 | 18 | 49
met5 | 0 | - | 0
met1 | 3.857 | 140 | 38
met4 | 0.5282 | 0 | 0
through the flow:
step,instances,power (mW),util (%)
2_1_floorplan,23,0.2185,-
3_3_place_gp,102,0.2832,22.49
3_5_place_dp,102,0.2843,22.49
4_1_cts,106,0.4023,23.26
5_1_grt,106,0.4183,23.26
6_report,106,0.3929,23.26
worst max-delay path: cells and delay by family:
| kind | cells | cell delay, ps |
|---|---|---|
| mux | 1 | 300 |
| buf+inv | 2 | 660 |
| simple gates | 1 | 290 |
logic make-up after synthesis:
family                 Yosys count  share of synthesized area, %
buffers and inverters            1                         3.870
flip-flops                      11                         56.77
AND/OR/NAND/NOR                  1                         1.614
multiplexers                    10                         37.74
Power is estimated from default activity; no workload was simulated.

==> /design/flow/design.v <==
module average_fliter_current(clk_1M,current_in,current_ref,Time_on_current);
input clk_1M;
input [13:0]current_in;
input [13:0]current_ref;
output reg [9:0] Time_on_current=10'd115;
reg [4:0] state=5'b11;
reg [7:0] counter=8'b0;
reg [15:0] counter_waiting=16'b0;
reg [19:0] current_sum=16'b0;
reg [13:0] current_ave;
parameter idle=5'b00;  
parameter record_current_out=5'b01;
parameter deter_change_PWM=5'b10;
parameter waiting=5'b11;  
always @(posedge clk_1M )
	begin
       case(state)
       waiting:                                           
       begin
               counter_waiting=counter_waiting+1'b1;
              if(counter_waiting==15'd40)
                begin 
                 counter_waiting=8'b0;    
                state<=idle;
                end
                else 
                state<=waiting;
       end
       idle:                             
            begin
                current_sum=16'b0;
                counter=counter+1'b1;
                if(counter==8'd3)
                begin 
                 counter=8'b0;    
                state<=record_current_out;
                end
                else 
                state<=idle;
            end
       record_current_out:
       begin
            current_sum=current_sum+current_in;
           counter=counter+1'b1;
                if(counter==8'd9)
                begin 
                 counter=8'b0;    
                state<=deter_change_PWM;
                end
                else 
                state<=record_current_out;
       end     
       deter_change_PWM:
       begin
            current_sum=current_sum+current_in;
            current_ave=current_sum/10;
            if(current_ave<current_ref)
              begin
                  Time_on_current=Time_on_current+1'b1;
              end
            if(current_ave>current_ref)  
              begin
                   Time_on_current=Time_on_current-1'b1;
              end
            if(current_ave==current_ref)  
              begin
                  Time_on_current=Time_on_current;
              end
       state<=idle;
       end
       default:state<=waiting;
       endcase
    end
endmodule   
==> /design/flow/run.sh <==
#!/bin/bash
# OpenROAD 26Q1-2900-gdf79404cd8, Yosys 0.63+post, stock flow scripts
make -C /OpenROAD-flow-scripts/flow DESIGN_CONFIG=/design/flow/config.mk WORK_HOME=/design/flow/orfs finish
==> /design/flow/config.mk <==
export PLATFORM = sky130hd
export DESIGN_NAME = average_fliter_current
export DESIGN_NICKNAME = average_fliter_current
export VERILOG_FILES = /design/flow/design.v
export SDC_FILE = /design/flow/constraint.sdc
export NUM_CORES = 4
export LEC_CHECK = 1
export CORE_UTILIZATION = 30
==> /design/flow/constraint.sdc <==
current_design average_fliter_current

set clk_period 25.6
set clk_io_pct 0.2

create_clock -name clk0 -period $clk_period [get_ports {clk_1M}]

set non_clock_inputs [all_inputs -no_clocks]
set_input_delay [expr $clk_period * $clk_io_pct] -clock clk0 $non_clock_inputs
set_output_delay [expr $clk_period * $clk_io_pct] -clock clk0 [all_outputs]
==> summary.txt <==
Summary of implementation figures.

Timing
The achievable clock frequency is 59.8 MHz. The max-slew violation count is 0. The final timing report lists clock skew as ~0.015 ns.

The final timing report derives a shortest allowable period of about 17 ns. Setup repair after global routing left no endpoint under its margin. The count of endpoints failing setup in the final report is 0. In the final timing run, aggregate negative setup slack is 0 ns. The slew check shows that the tightest pin keeps a relative margin of 0.477. Hold is met by approximately 0.60 ns. In the final report, the number of hold violations comes to 0. The fraction of the cycle the final worst path needs is 0.654.

The slew at the pin with the worst max-slew slack is 0.778 ns.

Yosys
Per the synthesis report, the adder-cell share of the synthesized area is 0.0779. The commonest register cell is sky130_fd_sc_hd__edfxtp_1. After synthesis, the chip area reported by Yosys is between 0.006 and 0.007 mm^2. Warnings reported by Yosys during synthesis add up to 1. The synthesized area per cell is 8.11 um^2. The share of the Yosys chip area taken by registers is 0.255.

The largest family of logic cells by area is AND-OR/OR-AND gates. The unique cell type count in the Yosys netlist is 94. The cell-mix breakdown from Yosys lists the compound-gate area share as 0.276. The simple-gate share of the synthesized area is 0.256. The flip-flop and latch count after synthesis is between 50 and 60. The synthesized instance count is 804. After synthesis, the design contains 804 cells according to Yosys. Per the synthesis report, the XOR/XNOR share of the synthesized area is 0.0693. The area fraction in mux cells is 0.0219. The async set or reset register ratio after synthesis is 0.

The count of flip-flops with a built-in enable after synthesis is 54. The post-synthesis instance area is 0.00652 mm^2.

Drt
The first detailed-routing pass took 8 iterations. The number of DRC markers after the initial detailed-route iteration is 419. Once detail routing completed, the nets flagged for antenna violations numbered 0. The detailed router reports a met3 wire length of 1130 um.

In the final routing, the length of wire on met1 measures 8180 um. The topmost layer with routed signal wires is met4. The via density per instance is between 5 and 6.

The script logs the mean routed wire length per placed instance as 15.2 um. The total wire length after detailed routing is between 15,000 and 20,000 um. The routed layout has 6,173 vias. For this run, design rule violations remaining after detail routing come to 0. The met2 routed wirelength is 7190 um.

Critical path
The critical path is of the in -> reg type. The startpoint class of the critical path is an input port. The slowest stage of the critical path is the sky130_fd_sc_hd__or4_1 cell. In this design, the stage delay of the slowest critical-path cell is 0.58 ns. The family with the most delay on the worst path is AND-OR/OR-AND gates. The maximum fanout along the worst path is 17. The nature of the critical path endpoint is a flip-flop.

Counting both buffers and inverters, the worst setup path holds a total of 3. The internal reg-to-reg setup slack is 13.72 ns. The signal arrival time at the worst endpoint is 16.79 ns.

The OpenROAD report gives the critical path a required time of approximately 26 ns. Counting stages on the worst path, the most repeated cell is sky130_fd_sc_hd__a21oi_1.

Floorplanning
The number of top-level design ports is 39. The region available for standard cell placement spans 0.0212 mm^2. The area of the die is 0.0223 mm^2. Per the OpenROAD floorplan log, the width of the die is 149 um. The share of the core filled by cells before placement is 0.308. The height of the die is between 100 and 150 um.

According to the floorplan log, the row count is 53.

Layout
The fraction of final layout cells with drive strength greater than 1 is 0.0657. Summing all non-filler instances in the final layout gives an area of 0.00730 mm^2. The post-synthesis to final-layout area growth is 12.0%.

Clock network
The number of buffers added by the clock tree synthesis step is 5. The maximum buffer depth of the clock tree is 2. The buffer count from post-CTS setup fixing is 0.

For the worst-skew pair, the clock arrives at the later sink with an insertion delay of 0.31 ns. Gates resized during post-CTS repair numbered 0. The tree is rooted in a sky130_fd_sc_hd__clkbuf_16. The hold-fix buffer count after cts is 0. The H-tree generated during clock tree synthesis spans 2 levels. TritonCTS built the clock tree. The clock-pin slew reported for the worst setup and hold paths after clock tree synthesis is 0.08 ns.

The total clock sinks is 56.

Global route
For this run the aggregate overflow at the end of global routing stands at 0. The number of antenna violations at the first check in global routing is 0. Summed over all routing layers, the global router reports a total usage of 0.154. Entering global routing, the biggest net connects 21 pins. The first global-routing pass estimated 27,600 um of wire. The number of global-route vias before repair came to ~5,600.

Worst hold path
The classification of the worst-slack hold path is reg -> reg.

Power
The combinational power share is 0.530. Total power normalized to cell area comes to 50.8 mW/mm^2. The leakage power in the latest report is 2.69 nW. Of the total power, the clock network draws 0.202. The worst IR drop on VDD is 0.0260 mV. The analysis attributes to net switching a power of 0.000157 W. Switching power as a fraction of the total was reported as 0.423. Of the total power, registers draw 0.268. In the power breakdown, the internal column shows between 0.0002 and 0.00025 W.

Placement
The HPWL reported at the end of detailed placement is 12,700 um. The area after detailed placement is 0.00715 mm^2. The final weighted congestion in routability-driven placement is 0.989.

The count of input and output buffers is 38.

Outcome
The run finished with clean final reports.

Job
Summing over the stages, the warning tally comes to 31. The number of maximum-capacitance violations is 0.
==> synthesized netlist by cell type, types with 4 or more instances <==
library cell	instances	area share
sky130_fd_sc_hd__nor2_1	83	0.048
sky130_fd_sc_hd__nand2_1	71	0.041
sky130_fd_sc_hd__a21oi_1	59	0.045
sky130_fd_sc_hd__edfxtp_1	54	0.25
sky130_fd_sc_hd__ha_1	39	0.075
sky130_fd_sc_hd__o21ai_0	34	0.026
sky130_fd_sc_hd__inv_1	31	0.018
sky130_fd_sc_hd__clkbuf_1	30	0.017
sky130_fd_sc_hd__xnor2_1	27	0.036
sky130_fd_sc_hd__nand3_1	26	0.020
sky130_fd_sc_hd__nor3_1	24	0.018
sky130_fd_sc_hd__xor2_1	22	0.030
sky130_fd_sc_hd__nand4_1	18	0.017
sky130_fd_sc_hd__nor4_1	17	0.016
sky130_fd_sc_hd__o211ai_1	17	0.020
sky130_fd_sc_hd__nand2b_1	13	0.012
sky130_fd_sc_hd__and2_1	12	0.012
sky130_fd_sc_hd__and3_1	12	0.012
sky130_fd_sc_hd__mux2i_1	12	0.018
sky130_fd_sc_hd__a31oi_1	11	0.011
sky130_fd_sc_hd__a21o_1	10	0.012
sky130_fd_sc_hd__or3_1	10	0.0096
sky130_fd_sc_hd__a211oi_1	7	0.0081
sky130_fd_sc_hd__or4_1	7	0.0081
sky130_fd_sc_hd__a22o_1	6	0.0081
sky130_fd_sc_hd__nor2b_1	6	0.0058
sky130_fd_sc_hd__o21a_1	6	0.0069
sky130_fd_sc_hd__a311oi_1	5	0.0067
sky130_fd_sc_hd__or2_2	5	0.0048
sky130_fd_sc_hd__a2111oi_0	4	0.0054
sky130_fd_sc_hd__o2111ai_1	4	0.0054
sky130_fd_sc_hd__o221ai_1	4	0.0054
sky130_fd_sc_hd__o22a_1	4	0.0054
sky130_fd_sc_hd__o22ai_1	4	0.0038
sky130_fd_sc_hd__o31ai_1	4	0.0046
sky130_fd_sc_hd__o32ai_1	4	0.0054
sky130_fd_sc_hd__or2_1	4	0.0038
==> per-layer routing <==
layer	vias to the layer above	global-route usage
met5	-	0
met3	17	0.0270
met2	201	0.229
met1	2836	0.239
li1	3119	-
met4	0	0.0260
==> area by class of cell <==
class | instances | area [um^2]
inverters | 34 | 128
clock buffers | 5 | 125
flip-flops and latches | 56 | 1660
diodes | 2 | 5.00
fillers | 2134 | 13900
well taps | 275 | 344
multi-input cells | 678 | 4570
clock inverters | 3 | 26.3
repair buffers | 46 | 440
==> power groups by stage <==
stage	combinational (W)	sequential [W]	clock (W)
4_1_cts	0.000195	0.0000996	0.0000780
6_report	0.000197	0.0000996	0.0000748
5_1_grt	0.000219	0.0000996	0.0000803
==> registers in the layout, indices dropped and copies added (netlist names) <==
| register | flops |
|---|---|
| Time_on_current | 10 |
| current_sum | 20 |
| counter | 8 |
| counter_waiting | 16 |
| state | 2 |
==> per-stage QoR <==
step | std cells | worst slack, ns | utilization | power, W
final | 1099 | 8.87 | 0.345 | 0.000371
after global routing | 1097 | 7.85 | 0.345 | 0.000399
after CTS | 1097 | 8.93 | 0.345 | 0.000372
after detailed placement | 1089 | 8.61 | 0.338 | 0.000296
after global placement | 1089 | 8.76 | 0.338 | 0.000298
after floorplan | 804 | 10.52 | - | 0.000256
==> cells in the final DEF, fill, tap and decap left out, types with 22 or more instances in the layout <==
cell type | synthesis | routed
sky130_fd_sc_hd__nor3_1 | 24 | 24
sky130_fd_sc_hd__xnor2_1 | 27 | 27
sky130_fd_sc_hd__ha_1 | 39 | 39
sky130_fd_sc_hd__o21ai_0 | 34 | 34
sky130_fd_sc_hd__nor2_1 | 83 | 83
sky130_fd_sc_hd__clkdlybuf4s50_1 | 0 | 38
sky130_fd_sc_hd__edfxtp_1 | 54 | 54
sky130_fd_sc_hd__a21oi_1 | 59 | 59
sky130_fd_sc_hd__inv_1 | 31 | 31
sky130_fd_sc_hd__nand3_1 | 26 | 26
sky130_fd_sc_hd__xor2_1 | 22 | 22
sky130_fd_sc_hd__nand2_1 | 71 | 71
==> logic make-up after synthesis <==
| logic type | after synthesis |
|---|---|
| multiplexers | 14 |
| AND/OR/NAND/NOR | 328 |
| flip-flops | 56 |
| AND-OR/OR-AND | 246 |
| buffers and inverters | 70 |
| XOR/XNOR | 50 |
| adder cells (fa/ha/maj) | 40 |
==> path summary, 6_finish.rpt <==
check | from | to | cells after the start
setup reg to reg | current_sum[6] | Time_on_current[8] | 50
setup / recovery | current_in[6] | Time_on_current[8] | 51
hold / removal | counter_waiting[0] | counter_waiting[0] | 1
hold reg to reg | counter_waiting[0] | counter_waiting[0] | 1
No activity file was given, so power comes from the tool's default toggle rates.

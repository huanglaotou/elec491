$ cat ./config.mk
export PLATFORM = sky130hd
export DESIGN_NAME = Buck_iL_Loop_top
export DESIGN_NICKNAME = Buck_iL_Loop_top
export VERILOG_FILES = /design/flow/design.v
export SDC_FILE = /design/flow/constraint.sdc
export NUM_CORES = 4
export LEC_CHECK = 1
export CORE_UTILIZATION = 50
$ cat ./constraint.sdc
current_design Buck_iL_Loop_top

set clk_period 2.7
set clk_io_pct 0.2

create_clock -name clk0 -period $clk_period [get_ports {clk}]

set non_clock_inputs [all_inputs -no_clocks]
set_input_delay [expr $clk_period * $clk_io_pct] -clock clk0 $non_clock_inputs
set_output_delay [expr $clk_period * $clk_io_pct] -clock clk0 [all_outputs]
$ cat ./design.v
module Buck_iL_Loop (	clk,
						PWM,
                        PWM2,
                        Time_on	);
	input wire 			clk;
	output reg 			PWM;
    output reg          PWM2;
    input wire [9:0]    Time_on;           
    reg  [9:0]           Time_on_record;
    reg  [9:0]           Time_off_record;
    wire [9:0]           T_on_test;
    assign T_on_test=9'd290;
	reg [4:0]state;
	reg [9:0]counter=10'b0001;
	parameter idle=5'b00;             
    parameter turn_on=5'b01;
    parameter dead_zone=5'b10;       
    parameter turn_off=5'b11;
	always @(posedge clk )
	begin
		case(state)
		idle: begin
          PWM=1'b0;
          PWM2=1'b0;
          Time_on_record=Time_on;
          Time_off_record=9'd500-Time_on_record-9'd30;
		  if(counter==(10'd15))
            begin
                PWM=1'b1;
                PWM2=1'b0;
                counter=7'b01;
                state<=turn_on;
            end
            else begin
                counter=counter+1'b1;
                state<=idle;
            end
		end
		 turn_on:
        begin
             PWM=1'b1;
             PWM2=1'b0;
            if(counter==Time_on_record)           
            begin
                PWM=1'b0;
                PWM2=1'b0;
                counter=7'b01;
                state<=dead_zone;
            end
            else begin
                counter=counter+1'b1;
                state<=turn_on;
            end
        end 
         dead_zone:                                           
            begin 
        PWM=1'b0;
        PWM2=1'b0;
            if(counter==(7'd15))
            begin
                PWM=1'b0;
                PWM2=1'b1;
                  counter=7'b01;
                state<=turn_off;
            end
            else begin
                counter=counter+1'b1;
                state<=dead_zone;
            end
        end
		 turn_off:
        begin
             PWM=1'b0;
             PWM2=1'b1;
            if(counter==Time_off_record)           
            begin
                PWM=1'b0;
                PWM2=1'b0;
                counter=7'b01;
                state<=idle;
            end
            else begin
                counter=counter+1'b1;
                state<=turn_off;
            end
        end 
		default:begin 
            state<=idle;
        end
		endcase 
	end
endmodule
module Buck_iL_Loop_top (	clk,
						PWM,
                        PWM2,
                        Vout,
                        V_max_in,
                        V_min_in	);
    input wire  [15:0]  Vout;
	input wire 			clk;
	output wire 			PWM;
    output wire          PWM2;
  wire      clk_1M_test;
   wire          [11:0]  V_battery_ave;
   wire       [9:0]     Time_on;
   input  [11:0] V_max_in;
   input      [11:0] V_min_in;  
  	 clock_divider clock_divider_1M(.clk_ref(clk),.reset(1'b0),.outclkQ(clk_1M_test),.times(8'd250));
     average_fliter average_fliter_Vout(.clk_1M(clk_1M_test),.V_battery(Vout),.V_ave(V_battery_ave),.Time_on(Time_on),.V_max_in(V_max_in),.V_min_in(V_min_in));
     Buck_iL_Loop buck_control_bot(.clk(clk),
						.PWM(PWM),
                        .PWM2(PWM2),
                        .Time_on(Time_on));
endmodule
module average_fliter(clk_1M,V_battery,V_ave,Time_on,V_max_in,V_min_in);
input [11:0] V_battery;
input clk_1M;
input [11:0] V_max_in;
input [11:0] V_min_in;
output reg [11:0] V_ave;
output reg [9:0]  Time_on=10'd450;
reg [4:0] state=5'b11;
reg [7:0] counter=8'b0;
reg [15:0] counter_waiting=16'b0;
reg [7:0] counter_check=8'b0;
reg [19:0]V_sum=16'b0;
wire [11:0]V_max;
wire [11:0]V_min;
assign V_max=V_max_in;
assign V_min=V_min_in;
parameter idle=5'b00;  
parameter record_Vout=5'b01;
parameter deter_change_PWM=5'b10;
parameter waiting=5'b11;                    
parameter check_correct=5'b111;
always @(posedge clk_1M )
	begin
       case(state)
       waiting:                                           
       begin
               counter_waiting=counter_waiting+1'b1;
              if(counter_waiting==15'd250)
                begin 
                 counter_waiting=8'b0;    
                state<=idle;
                end
                else 
                state<=waiting;
       end
       idle:                             
            begin
                V_sum=16'b0;
                counter=counter+1'b1;
                if(counter==8'd1)
                begin 
                 counter=8'b0;    
                state<=record_Vout;
                end
                else 
                state<=idle;
            end
       record_Vout:
       begin
            V_sum=V_sum+V_battery;
           counter=counter+1'b1;
                if(counter==8'd4)
                begin 
                 counter=8'b0;    
                state<=deter_change_PWM;
                end
                else 
                state<=record_Vout;
       end     
       deter_change_PWM:
       begin
            V_sum=V_sum+V_battery;
            V_ave=V_sum/5;
            if(V_ave<V_min)                  
            begin
                 Time_on=Time_on+1'b1;
            end
            else if(V_ave>V_max)             
            begin 
                   Time_on=Time_on-1'b1;
            end
            else if(((V_ave>V_min) && (V_ave<V_max)) || (V_ave==V_max) || (V_ave==V_min))
            begin
                 Time_on=Time_on;
            end
            if(Time_on>10'd460)
            begin
                 Time_on=10'd460;
            end
            state<=idle;
       end
       default:state<=idle;
       endcase
    end
endmodule 
module clock_divider(clk_ref,reset,outclkQ,times);            
input [7:0] times;
input clk_ref; 
input reset;  
output reg outclkQ=1;    
reg[7:0]counter=8'd1;   
reg flag=1;
reg auto_reset=0;
always@(posedge clk_ref )
begin           
  if(reset)                             
  begin
      counter=8'd1;
        auto_reset=0;
outclkQ=1'b0;
   end
else begin
     if (counter<times)begin                       
              counter=counter+8'd1;
       end
      else if(counter==times) begin
              outclkQ=~outclkQ;
             counter=8'd1;
            end
       end
end              
endmodule     
$ cat ./run.sh
#!/bin/bash
# OpenROAD 26Q1-2900-gdf79404cd8, Yosys 0.63+post, stock flow scripts
make -C /OpenROAD-flow-scripts/flow DESIGN_CONFIG=/design/flow/config.mk WORK_HOME=/design/flow/orfs finish
==> CHANGELOG.md <==
### Implementation results

- Slew @ Worst Pin: 905 ps
- Gates resized, CTS repair: 0
- Top cell area share: 31.2%
- Endpoints left unconstrained: 128
- Met1 Track Usage GR: 36.9%
- Hold Fails Final Rpt: 0
- Area of placed instances: 9610 sq um
- Top area cell types: edfxtp_1 (31%), ha_1 (7.2%), xnor2_1 (6.1%)
- Relative slew slack: 39.2%
- Critical Path RT: 2730 ps
- Root Driver: clkbuf_16
- Post-CTS Setup Inserts: 0
- Initial DRC count: 399
- Deepest clock path buffer count: 2
- Synth Flop Type: edfxtp_1
- Cell Area, Synth: 9060 sq um
- Via count: 7539
- RR Startpoint: buck_control_bot.counter[0]
- GP Congestion: 0.921
- Std-Cell Rows: 48
- # port buffers: 38
- Power per cell area: 464 nW/um^2
- Global-route wire length before repair: 34300 um
- Chip Height: 137 um
- Reg2reg path depth: 7
- R2R setup slack: 480 ps
- Ys Warns: 4
- Number of cells in Yosys stat: 1030
- Seq/Total Area, Yosys: 32.0%
- #FFs+latches synth: 98
- WS Path Type: register to register
- Status: finished, final reports clean
- Clock Skew: 5.78 ps
- Largest net degree at the start of global routing: 58
- CP Launch Point: buck_control_bot.counter[0]
- Vias per cell: 5.90
- Max-Cap Viols: 0
- Total core area: 17500 sq um
- Final setup TNS: 0 ps
- Crit end category: register
- DP HPWL: 15800 um
- Crit path time final: 2220 ps
- Worst min path class: register to register
- RSZ-0062 raised after global routing: no
- DIE WIDTH: 137 um
- Pwr Total: 4.53 mW
- Max Clock Freq: 451 MHz
- Overall Global Routing Usage: 23.7%
- Cell Type Count: 99
- Syn_area_per_cell: 8.79 sq um
- Cells after Synth: 1030
- Latency at later pin: 280 ps
- YS chip area: 9060 sq um
- Worst vdd ir: 0.625 mV
- Slew Viols, Final: 0
- Critical path arrival: 2250 ps
- OpenROAD warning count: 39
- Clock slew at reported path FFs: 60 ps
- Detailed Routing Iterations Pass 1: 4
- Chip Area: 18700 sq um
- Post-CTS Hold Fix Bufs: 0
- GR met3 Demand/Resource: 2.38%
- Vias in the first global route: 7029
- Final Setup Violations: 0
- Final WL: 20500 um
- Antenna viol nets, final: 0
- Post-DR wirelength/cell: 16.0 um
- # IOs: 43
- CTS tree: yes
- Static Leak: 3.66 nW
- CTS Buf Count: 5
- Area leader, netlist: edfxtp_1
- GRT busiest layer: met2
- Async S/R FF share, synth: 0%
- Initial antenna violation count: 0
- # DRC: 0
- Share of cells above drive strength 1: 6.18%
- Hold Path End: buck_control_bot.state[1]
- Cycle use final: 82.2%
- Reg-to-reg endpoint: buck_control_bot.counter[4]
- H-Tree Depth: 2
- Worst-path fanout max: 8
- Register pins left without a clock: 56
- Worst hold stages: 2
- Starting Density: 51.8%
- Startpoint Class: register
- Layout area overhead: 7.75%
- Finished Cell Area: 9760 sq um
- Post-synth EDFFs: 94
- Global route total overflow: 0
- Ant. Diodes: 0
- Hold_sp: buck_control_bot.state[1]
- Met2 usage: 37.9%
## cell usage after synthesis, types with 12 or more instances
cell type / instances
edfxtp_1: 94
nand2_1: 84
nor2_1: 82
xnor2_1: 63
nand3_1: 60
ha_1: 52
a21oi_1: 50
o21ai_0: 47
inv_1: 44
nor3_1: 38
xor2_1: 33
and2_1: 32
clkbuf_1: 24
and3_1: 22
a21o_1: 20
nand4_1: 20
o211ai_1: 14
mux2i_1: 13
buf_2: 12
## layout make-up
cell class / instances / area (sq um)
fillers: 1565 / 7720
multi-input cells: 850 / 5780
flip-flops and latches: 98 / 2900
repair buffers: 50 / 470
well taps: 225 / 282
inverters: 46 / 173
clock buffers: 5 / 125
clock inverters: 3 / 28.8
## how the worst max path moves through the flow
stage and end:
4_1_cts buck_control_bot.counter[4], 5_1_grt buck_control_bot.counter[4], 6_report buck_control_bot.counter[4]
## worst max-delay path: stages (launching register included)
cell and delay (ps):
edfxtp_1 480, xnor2_1 270, nand4_1 100, or4_1 510
nor2_1 140, o21ai_0 130, nand2_1 250, nor2_1 90
## metal layers
metal,up-vias,part of all wire [%],wire [um]
met4,0,1.4,279
li1,3910,-,-
met1,3447,49,9950
met5,-,0,0
met3,15,3.8,786
met2,167,46,9470
## stage by stage
stage / instances / util (%) / hold WS [ps] / setup slack (ps)
after floorplan: 1041 / - / 473 / 722
after global placement: 1269 / 55.0 / 501 / 452
after detailed placement: 1269 / 55.0 / 507 / 469
after CTS: 1277 / 55.8 / 512 / 467
after global routing: 1277 / 55.8 / 552 / 281
final: 1277 / 55.8 / 505 / 481
## report_power, final
| group | leakage [nW] | switching [mW] | total, mW | internal, mW |
|---|---|---|---|---|
| clock | 0.0763 | 0.257 | 0.610 | 0.354 |
| sequential | 0.954 | 0.0338 | 0.787 | 0.753 |
| combinational | 2.63 | 1.87 | 3.13 | 1.26 |
| total | 3.66 | 2.16 | 4.53 | 2.37 |
## cell usage in the layout, fill, tap and decap left out, types with 13 or more instances in the layout
| cell | instances |
|---|---|
| and3_1 | 22 |
| xnor2_1 | 63 |
| and2_1 | 32 |
| nand3_1 | 60 |
| clkdlybuf4s50_1 | 38 |
| edfxtp_1 | 94 |
| conb_1 | 13 |
| a21oi_1 | 50 |
| nand2_1 | 84 |
| o211ai_1 | 14 |
| inv_1 | 44 |
| ha_1 | 52 |
| mux2i_1 | 13 |
| xor2_1 | 33 |
| a21o_1 | 20 |
| nor3_1 | 38 |
| nor2_1 | 82 |
| nand4_1 | 20 |
| o21ai_0 | 47 |
## cells by family after synthesis
family / synth area share (%)
buffers and inverters: 4.61
AND-OR/OR-AND: 20.8
XOR/XNOR: 9.28
adder cells (fa/ha/maj): 7.76
other: 0.0829
flip-flops: 32.0
multiplexers: 2.35
AND/OR/NAND/NOR: 23.0
## registers in the layout, indices dropped and copies added, names as in the netlist
name,cells
buck_control_bot.counter,10
average_fliter_Vout.counter_waiting,16
average_fliter_Vout.counter,8
buck_control_bot.Time_on_record,9
buck_control_bot.state,2
buck_control_bot.PWM,1
clock_divider_1M.counter,8
buck_control_bot.Time_off_record,10
buck_control_bot.PWM2,1
clock_divider_1M.outclkQ,1
average_fliter_Vout.Time_on,10
average_fliter_Vout.state,2
average_fliter_Vout.V_sum,20
Power and IR drop assume default switching activity.
